`/design/flow/run.sh`:
```
#!/bin/bash
# OpenROAD 26Q1-2900-gdf79404cd8, Yosys 0.63+post, stock flow scripts
make -C /OpenROAD-flow-scripts/flow DESIGN_CONFIG=/design/flow/config.mk WORK_HOME=/design/flow/orfs finish
```
`/design/flow/config.mk`:
```
export PLATFORM = sky130hd
export DESIGN_NAME = split
export DESIGN_NICKNAME = split
export VERILOG_FILES = /design/flow/design.v
export SDC_FILE = /design/flow/constraint.sdc
export NUM_CORES = 4
export LEC_CHECK = 1
export CORE_AREA = 10 10 126 126
export DIE_AREA = 0 0 136 136
```
`/design/flow/constraint.sdc`:
```
current_design split

set clk_period 2.1
set clk_io_pct 0.2

create_clock -name clk0 -period $clk_period [get_ports {clk}]

set non_clock_inputs [all_inputs -no_clocks]
set_input_delay [expr $clk_period * $clk_io_pct] -clock clk0 $non_clock_inputs
set_output_delay [expr $clk_period * $clk_io_pct] -clock clk0 [all_outputs]
```
`/design/flow/design.v`:
```
`timescale 1ns / 1ps
module split
  #(
    parameter DATA_W = 32,
    parameter ADDR_W = 32,
    parameter N_SLAVES = 2,  
    parameter P_SLAVES = (1+ADDR_W+(DATA_W+DATA_W/8))-2  
    )
   (
    input                            clk,
    input                            rst,
    input [(1+ADDR_W+(DATA_W+DATA_W/8))-1:0]               m_req,
    output reg [((DATA_W+1))-1:0]         m_resp,
    output reg [N_SLAVES*(1+ADDR_W+(DATA_W+DATA_W/8))-1:0] s_req,
    input [N_SLAVES*((DATA_W+1))-1:0]     s_resp
    );
   localparam  Nb=$clog2(N_SLAVES)+($clog2(N_SLAVES)==0);
   wire [Nb:0]                      s_sel = m_req[P_SLAVES+1 -:Nb+1] & ({(Nb+1){1'b1}}>>1);
   integer                           i;
   always @* begin
     for (i=0; i<N_SLAVES; i=i+1)
       if(i == s_sel)
         s_req[i*(1+ADDR_W+(DATA_W+DATA_W/8)) +: (1+ADDR_W+(DATA_W+DATA_W/8))] = m_req;
       else
         s_req[i*(1+ADDR_W+(DATA_W+DATA_W/8)) +: (1+ADDR_W+(DATA_W+DATA_W/8))] = {((1+ADDR_W+(DATA_W+DATA_W/8))){1'b0}};
   end
   reg [Nb:0]                       s_sel_reg;
   always @( posedge clk, posedge rst ) begin
      if( rst )
        s_sel_reg <= {Nb{1'b0}};
      else
        s_sel_reg <= s_sel;          
   end
   integer                           j;
   always @* begin
      m_resp = {((DATA_W+1)){1'b0}};
      for (j=0; j<N_SLAVES; j=j+1)
        if( j == s_sel_reg )
          m_resp = s_resp[j*((DATA_W+1)) +: ((DATA_W+1))];
   end
endmodule
```
==> GITHUB_STEP_SUMMARY <==
## Synthesis and layout report

| Metric | Value |
|---|---|
| Outcome | finished, final reports clean |
| Crit path time final | 2050 ps |
| Main synth FF type | dfrtp_1 |
| Share of layout cells above drive strength 1 | 8.11% |
| Crit path launch | m_req[34] |
| WP data required | 1680 ps |
| Area fraction of the dominant cell type after synthesis | 28.8% |
| Vias in the first global route | 2,425 |
| Crit. End Element | output port |
| Max_cap viols | 0 |
| Port buffer count | 306 |
| Post-cts gate resize count | 2 |
| Slowest-stage cell, CP | clkdlybuf4s50_1 |
| Setup crit start kind | input port |
| OpenROAD warning count | 28 |
| Number of enable flip-flop cells | 0 |
| Syn Std Cell Area | 1560 µm² |
| Max VDD drop | 72.5 µV |
| Core footprint | 13,200 µm² |
| Max FFs per register | 1 |
| Yosys chip area | 1560 µm² |
| GRT overflow | 0 |
| Synth flops | 1 |
| Syn Inst Count | 193 |
| Period utilization | 97.7% |
| Final setup vio count | 0 |
| Vias per cell | 3.58 |
| F_max | 0.487 GHz |
| CP peak stage delay | 530 ps |
| Cell row count | 42 |
| Die area | 18,500 µm² |
| Synth unique cells | 11 |
| Lkg Pwr | 1.82 nW |
| Setup Fix Bufs, Post-CTS | 0 |
| Ys async rst share | 100% |
| Routed vias | 2,354 |
| Vertical die size | 136 µm |
| DRC Markers | 0 |
| Syn avg cell area | 8.10 µm² |
| Worst Slack Setup Final | 48.1 ps |
| Hold Vio Cnt, Final | 0 |
| Final WL | 11,300 µm |
| Register area share after synthesis | 1.60% |
| Synth cell count leaders | and2_1, nor2b_1, mux2_4, buf_2, buf_6 |
| Boundary Pins | 308 |
| Cell chain of the critical path | clkdlybuf4s50_1 -> and2_4 -> clkdlybuf4s50_1 |
| Post-DP HPWL | 10,400 µm |
| Critical Path Most Common Cell | clkdlybuf4s50_1 |
| DIE WIDTH | 136 µm |
| Power Dens Cells | 185 nW/µm² |
| WS Path Type | input port to output port |
| Remaining antenna violation count | 0 |
| Yosys cell count | 193 |
| Hold-fix buffers at CTS | 0 |
| Max Slew Vio Count | 0 |
| DR WL/cell | 17.1 µm |
| Initial antenna violation count | 3 |
| Worst EP arrival | 1630 ps |
| Overall Global Routing Usage | 10.5% |
| Clk pin slew, worst setup/hold paths | 0 ps |
| Biggest area cells | mux2_4, and2_1, nor2b_1 |
| Filler cell count | 1,336 |
| Largest net degree at the start of global routing | 77 |
| First DRT Iteration DRCs | 17 |
| Hold WC Path Type | input port to async pin |
| Place WS | -32.1 ps |
| Max Fanout on Critical Path | 2 |
| Final hold slack | 568 ps |
| Cell accounting for the most synthesized area | mux2_4 |
| Synth warnings | 1 |
| Gpl congestion | 0.864 |
| Area added between synthesis and finish | 202% |
| Setup crit end | s_req[103] |
| First-pass GRT wire length | 15,100 µm |
| RSZ-0062 raised after global routing | no |
| Drt first pass iters | 3 |
| Floorplan-stage core utilization | 11.8% |
## per-layer routing
layer | vias up | GRT usage, % | part of all wire [%]
met5 | - | 0 | 0.062
met4 | 2 | 0 | 0.053
met3 | 4 | 6.40 | 16
met2 | 181 | 18.7 | 48
met1 | 992 | 11.1 | 36
li1 | 1175 | - | -
## cell type report
class	instances	area, µm²	share of cell area (%)
inverter	1	3.75	0.0796
multi-input combinational	170	1340	28.4
tap	176	220	4.67
sequential	1	26.3	0.557
timing repair buffer	309	3120	66.2
antenna	1	2.50	0.0531
## logic make-up after synthesis
kind of cell  after synthesis  share of synthesized area [%]
buf+inv                    22                           12.7
flops                       1                           1.60
mux                        33                           31.0
other cells                 1                          0.240
simple gates              136                           54.4
## how the worst min path moves through the flow
stage     start                   to  cells after the start
5_1_grt     rst  s_sel_reg$_DFF_PP0_                      2
6_report    rst  s_sel_reg$_DFF_PP0_                      2
4_1_cts     rst  s_sel_reg$_DFF_PP0_                      2
## through the flow
stage / instances / power [mW] / instance area [µm²] / util, % / TNS [ps]
after floorplan: 193 / 0.227 / 1560 / - / 0
after global placement: 657 / 0.888 / 4710 / 35.7 / -92.1
after detailed placement: 657 / 0.889 / 4710 / 35.7 / -47.3
after CTS: 657 / 0.893 / 4710 / 35.7 / 0
after global routing: 657 / 0.940 / 4710 / 35.7 / 0
final: 658 / 0.870 / 4720 / 35.8 / 0
## power by group
group          leakage (nW)  switching (mW)  internal (mW)
sequential           0.0107        0.000762         0.0208
clock            0.00000634               0   0.0000000637
combinational          1.81           0.189          0.660
## placed cells by master, fill, tap and decap left out, drive strengths merged
cell type / count
conb: 1
buf: 4
and2: 68
dlygate4sd2: 1
diode: 1
mux2: 33
nor2b: 68
clkdlybuf4s50: 303
dfrtp: 1
inv: 1
dlymetal6s2s: 1
## critical path, delay by kind of cell
family,cells,cell delay [ps]
AND/OR/NAND/NOR,1,170
buffers and inverters,2,1040
Power is estimated from default activity; no workload was simulated.
