File: flow/run.sh
#!/bin/bash
# OpenROAD 26Q1-2900-gdf79404cd8, Yosys 0.63+post, stock flow scripts
make -C /OpenROAD-flow-scripts/flow DESIGN_CONFIG=/design/flow/config.mk WORK_HOME=/design/flow/orfs finish
File: flow/config.mk
export PLATFORM = sky130hd
export DESIGN_NAME = merge
export DESIGN_NICKNAME = merge
export VERILOG_FILES = /design/flow/design.v
export SDC_FILE = /design/flow/constraint.sdc
export NUM_CORES = 4
export LEC_CHECK = 1
export CORE_AREA = 10 10 126 126
export DIE_AREA = 0 0 136 136
File: flow/constraint.sdc
current_design merge

set clk_period 10.2
set clk_io_pct 0.2

create_clock -name clk0 -period $clk_period [get_ports {clk}]

set non_clock_inputs [all_inputs -no_clocks]
set_input_delay [expr $clk_period * $clk_io_pct] -clock clk0 $non_clock_inputs
set_output_delay [expr $clk_period * $clk_io_pct] -clock clk0 [all_outputs]
File: flow/design.v
`timescale 1ns / 1ps
module merge
  #(
    parameter N_MASTERS = 2,
    parameter DATA_W = 32,
    parameter ADDR_W = 32
    )
   (
    input                              clk,
    input                              rst,
    input [N_MASTERS*(1+ADDR_W+(DATA_W+DATA_W/8))-1:0]       m_req,
    output reg [N_MASTERS*((DATA_W+1))-1:0] m_resp,
    output reg [(1+ADDR_W+(DATA_W+DATA_W/8))-1:0]            s_req,
    input [((DATA_W+1))-1:0]                s_resp
    );
   localparam Nb=$clog2(N_MASTERS)+($clog2(N_MASTERS)==0);
   reg [Nb-1:0]                        sel, sel_reg;
   reg                                 sel_en; 
   always @(posedge clk, posedge rst)
     if(rst)
       sel_en <= 1'b1;
     else if(s_req[0*(1+ADDR_W+(DATA_W+DATA_W/8)) + ((DATA_W/8+DATA_W)+ADDR_W)])
       sel_en <= 1'b0;
     else if(s_resp[0*((DATA_W+1))])
       sel_en <= ~s_req[0*(1+ADDR_W+(DATA_W+DATA_W/8)) + ((DATA_W/8+DATA_W)+ADDR_W)];
   integer                             k; 
   always @* begin
      sel = {Nb{1'b0}};
      for (k=0; k<N_MASTERS; k=k+1)
        if (~sel_en)
          sel = sel_reg;
        else if( m_req[k*(1+ADDR_W+(DATA_W+DATA_W/8)) + ((DATA_W/8+DATA_W)+ADDR_W)] )
          sel = k[Nb-1:0];          
   end
   integer                             i;
   always @* begin
      s_req = {(1+ADDR_W+(DATA_W+DATA_W/8)){1'b0}};
      for (i=0; i<N_MASTERS; i=i+1)
        if( i == sel )
          s_req = m_req[i*(1+ADDR_W+(DATA_W+DATA_W/8)) +: (1+ADDR_W+(DATA_W+DATA_W/8))];
   end
   always @( posedge clk, posedge rst ) begin
      if( rst )
        sel_reg <= {Nb{1'b0}};
      else
        sel_reg <= sel;
   end
   integer                             j;
   always @* begin
      for (j=0; j<N_MASTERS; j=j+1)
        if( j == sel_reg )
          m_resp[j*((DATA_W+1)) +: ((DATA_W+1))] = s_resp;
        else
          m_resp[j*((DATA_W+1)) +: ((DATA_W+1))] = {((DATA_W+1)){1'b0}};
   end
endmodule
==> node_exporter_impl.prom <==
# HELP chip_impl_metric Metrics from one implementation run
# TYPE chip_impl_metric gauge
chip_impl_info{name="status",value="complete, no violations"} 1
chip_impl_metric{name="route.layer.met1.wl",unit="um"} 3710
chip_impl_metric{name="dp_hpwl",unit="um"} 10000
chip_impl_info{name="routed.top_layer",value="met4"} 1
chip_impl_metric{name="post_synthesis_share_of_cell_area_spent_on_and_or_nand_and_nor_gates",unit="%"} 31.2
chip_impl_info{name="crit_path_cell_trace",value="clkdlybuf4s50_1 -> mux2i_4 -> buf_4 -> mux2_2 -> clkdlybuf4s50_1"} 1
chip_impl_metric{name="met3_length",unit="um"} 1790
chip_impl_metric{name="drt_first_iter_violations",unit=""} 23
chip_impl_info{name="worst-setup-path-type",value="in -> out"} 1
chip_impl_metric{name="power.switching_fraction",unit="%"} 26.9
chip_impl_metric{name="drt-wirelength-per-cell",unit="um"} 17.4
chip_impl_info{name="min-delay-start",value="sel_reg$_DFF_PP0_"} 1
chip_impl_metric{name="drt_pass1_iterations",unit=""} 4
chip_impl_metric{name="synth.distinct_cells",unit=""} 15
chip_impl_metric{name="maxClockFrequency",unit="GHz"} 0.155
chip_impl_metric{name="routed-via-count",unit=""} 2319
chip_impl_metric{name="tns",unit="ns"} 0
chip_impl_metric{name="p_comb_share",unit="%"} 89.0
chip_impl_metric{name="register_area",unit="um2"} 52.6
chip_impl_metric{name="adder_share",unit="%"} 0
chip_impl_metric{name="max_slew_vio_count",unit=""} 0
chip_impl_info{name="grt_setup_unrepaired",value="false"} 1
chip_impl_metric{name="cp_num_buf_inv",unit=""} 3
chip_impl_metric{name="cell_internal_pwr",unit="W"} 0.000513
chip_impl_metric{name="post_dr_vias_cell",unit=""} 3.66
chip_impl_metric{name="gp_congestion",unit=""} 0.915
chip_impl_metric{name="placementRows",unit=""} 42
chip_impl_metric{name="maxCapViolations",unit=""} 0
chip_impl_metric{name="grt_first_pass_wirelength",unit="um"} 15200
chip_impl_info{name="worst_hold_path.endpoint",value="sel_reg$_DFF_PP0_"} 1
chip_impl_metric{name="antenna_violations_before_repair",unit=""} 0
chip_impl_metric{name="whs_path_depth",unit=""} 2
chip_impl_metric{name="layout_cells_sized_above_1",unit="%"} 14.6
chip_impl_info{name="cts.root.buffer_cell",value="sky130_fd_sc_hd__clkbuf_16"} 1
chip_impl_metric{name="die_area",unit="um2"} 18500
chip_impl_metric{name="setup_viol",unit=""} 0
chip_impl_metric{name="timing.hold.ws",unit="ns"} 0.578
chip_impl_info{name="worst_setup_ep_type",value="primary output"} 1
chip_impl_metric{name="yosys.stat.seqShare",unit="%"} 3.79
chip_impl_info{name="r2r_start",value="sel_reg$_DFF_PP0_"} 1
chip_impl_metric{name="die_width",unit="um"} 136
chip_impl_metric{name="fill_cells",unit=""} 1298
chip_impl_metric{name="postCtsResizedCells",unit=""} 0
chip_impl_metric{name="synth-compound-area-share",unit="%"} 1.02
chip_impl_metric{name="tool_warnings",unit=""} 25
chip_impl_metric{name="ys_area",unit="um2"} 1360
chip_impl_metric{name="hold_viol_final",unit=""} 0
chip_impl_metric{name="vdd_ir_drop_max",unit="mV"} 0.0825
chip_impl_metric{name="fin_skew",unit="ns"} 0.000846
chip_impl_metric{name="synth_cells",unit=""} 159
chip_impl_metric{name="min_period",unit="ns"} 6.46
chip_impl_metric{name="r2r.worst_path.cells",unit=""} 3
chip_impl_metric{name="p_clk_share",unit="%"} 8.6
chip_impl_info{name="critical_path.top_delay_family",value="buffers and inverters"} 1
chip_impl_metric{name="num_antenna_cells",unit=""} 0
chip_impl_metric{name="cts_buffers",unit=""} 3
chip_impl_metric{name="insertion_delay",unit="ns"} 0.22
chip_impl_metric{name="synthMuxAreaShare",unit="%"} 58.0
chip_impl_metric{name="xor_area_share",unit="%"} 0
chip_impl_info{name="cts_tree",value="built"} 1
chip_impl_metric{name="finalCritPeriodShare",unit="%"} 63.3
chip_impl_metric{name="core_util_floorplan",unit="%"} 10.3
chip_impl_metric{name="global_route.usage.total",unit="%"} 10.6
chip_impl_metric{name="core_region_area",unit="um2"} 13200
chip_impl_metric{name="path_clk_slew",unit="ns"} 0.03
chip_impl_metric{name="synth_area",unit="um2"} 1360
chip_impl_metric{name="synthesis.yosys.warnings",unit=""} 1
chip_impl_metric{name="slew_at_the_pin_closest_to_its_max_slew_limit",unit="ns"} 0.791
chip_impl_metric{name="area_delta_synth_final",unit="%"} 246
chip_impl_metric{name="h-tree-depth",unit=""} 1
chip_impl_info{name="synth.logic.top_family",value="multiplexers"} 1
chip_impl_metric{name="remaining_drc_errors",unit=""} 0
chip_impl_metric{name="grt_pass1_vias",unit=""} 2574
chip_impl_metric{name="routed-wl-met2",unit="um"} 5420
chip_impl_metric{name="cts_hold_buf",unit=""} 0
chip_impl_metric{name="power_density",unit="nW/um2"} 150
chip_impl_info{name="worst_r2r_endpoint",value="sel_en$_DFFE_PP1P_"} 1
chip_impl_metric{name="cts.repair_timing.setup_buffer_count",unit=""} 0
chip_impl_metric{name="crit_path_max_incr_delay",unit="ns"} 0.65
chip_impl_metric{name="num_io_pins",unit=""} 308
chip_impl_metric{name="die.size.y",unit="um"} 136
chip_impl_metric{name="relSlewSlack",unit="%"} 47.3
chip_impl_metric{name="cp.arrival",unit="ns"} 4.42
chip_impl_metric{name="postSynthAreaPerCell",unit="um2"} 8.52
chip_impl_metric{name="ys_ff",unit=""} 2
chip_impl_metric{name="route.final.wire_length",unit="um"} 11000
chip_impl_metric{name="io_buffers",unit=""} 307
chip_impl_metric{name="ys_cells",unit=""} 159
chip_impl_metric{name="ctsLongestPathBuffers",unit=""} 2
chip_impl_metric{name="grt_max_degree",unit=""} 68
chip_impl_metric{name="leakage",unit="nW"} 1.71
chip_impl_metric{name="grt_remaining_overflow",unit=""} 0
chip_impl_metric{name="timing.reg2reg.setup_slack",unit="ns"} 8.87
chip_impl_metric{name="worst-path-max-fanout",unit=""} 63
chip_impl_metric{name="ant_nets",unit=""} 0
chip_impl_metric{name="switching_power_of_the_nets",unit="W"} 0.000189
chip_impl_info{name="class_of_the_tightest_hold_or_removal_check",value="reg -> reg"} 1
chip_impl_metric{name="sequentialPowerShare",unit="%"} 2.3
chip_impl_info{name="library_cell_contributing_the_largest_single_delay_on_the_critical_path",value="sky130_fd_sc_hd__buf_4"} 1
chip_impl_metric{name="multi_input_comb_area",unit="um2"} 1230
chip_impl_info{name="cp-start-kind",value="primary input"} 1
chip_impl_metric{name="clock-sinks",unit=""} 2
chip_impl_info{name="worst_path_most_repeated_cell",value="sky130_fd_sc_hd__clkdlybuf4s50_1"} 1
chip_impl_metric{name="cp_data_required_time",unit="ns"} 8.16
[through the flow]
step / instance area, um2 / total power [W] / setup WS, ns / std cells / utilization, %
after floorplan: 1360 / 0.000225 / 5.21 / 159 / -
after detailed placement: 4610 / 0.000657 / 3.71 / 630 / 34.9
after global placement: 4610 / 0.000657 / 3.75 / 630 / 34.9
after CTS: 4690 / 0.000722 / 3.72 / 634 / 35.5
final: 4690 / 0.000702 / 3.74 / 634 / 35.5
after global routing: 4690 / 0.000764 / 3.61 / 634 / 35.5
[worst max path at each step]
stage,from,endpoint,slack (ns),depth (start not counted)
4_1_cts,m_req[137],s_req[24],3.72,5
5_1_grt,m_req[137],s_req[22],3.61,5
6_report,m_req[137],s_req[24],3.74,5
[power by group through the flow]
| stage | Clock, W | Combinational, W | Sequential, W |
|---|---|---|---|
| CTS | 0.0000617 | 0.000644 | 0.0000163 |
| global route | 0.0000627 | 0.000684 | 0.0000166 |
| finish | 0.0000607 | 0.000625 | 0.0000163 |
[worst reg2reg max path, delay by kind of cell (launching register included)]
| family | cells | cell delay, ns |
|---|---|---|
| AOI/OAI and AO/OA | 1 | 0.17 |
| muxes | 1 | 0.28 |
| buffers and inverters | 1 | 0.44 |
| DFF | 1 | 0.38 |
[layout by cell type, fill, tap and decap left out, drive strengths merged]
master / n
a21oi: 1
a22o: 1
and2: 33
buf: 2
clkbuf: 4
clkdlybuf4s50: 307
dfrtp: 1
dfstp: 1
inv: 3
mux2: 68
mux2i: 2
nor2: 1
nor2b: 34
[Yosys cell counts, drive strengths merged]
library cell	instances	area (um2)
inv	3	11.3
a21oi	1	5.00
clkbuf	7	26.3
mux2i	2	20.0
nor2b	34	213
and2	33	206
a22o	1	8.76
nor2	1	3.75
buf	7	43.8
mux2	68	766
dfrtp	1	25.0
dfstp	1	26.3
[cells by family (layout without fill, tap and decap cells)]
group / Yosys count / count (layout)
multiplexers: 70 / 70
AND/OR/NAND/NOR: 68 / 68
buffers and inverters: 17 / 316
AND-OR/OR-AND: 2 / 2
flip-flops: 2 / 2
[final cells by class]
cell class	count	share of cell area, %
clock buffers	4	1.68
flip-flops and latches	2	1.12
multi-input cells	140	26.4
well taps	176	4.70
repair buffers	309	65.9
inverters	3	0.240
[layer usage]
metal | up-vias | GRT usage [%]
met3 | 6 | 6.78
met1 | 1001 | 11.0
li1 | 1139 | -
met2 | 173 | 18.3
met5 | - | 0
met4 | 0 | 0.769
Power and IR drop assume default switching activity.
